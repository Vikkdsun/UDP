==> design/flow/config.mk <==
export PLATFORM = sky130hd
export DESIGN_NAME = IP_rx
export DESIGN_NICKNAME = IP_rx
export VERILOG_FILES = /design/flow/design.v
export SDC_FILE = /design/flow/constraint.sdc
export NUM_CORES = 4
export LEC_CHECK = 1
export CORE_UTILIZATION = 50
==> design/flow/constraint.sdc <==
current_design IP_rx

set clk_period 10.0
set clk_io_pct 0.2

create_clock -name clk0 -period $clk_period [get_ports {i_clk}]

set non_clock_inputs [all_inputs -no_clocks]
set_input_delay [expr $clk_period * $clk_io_pct] -clock clk0 $non_clock_inputs
set_output_delay [expr $clk_period * $clk_io_pct] -clock clk0 [all_outputs]
==> design/flow/design.v <==
module IP_rx#(
    parameter       P_ST_TARGET_IP = {8'd192,8'd168,8'd1,8'd0},
    parameter       P_ST_SOURCE_IP = {8'd192,8'd168,8'd1,8'd1}
)(
    input               i_clk               ,
    input               i_rst               ,
    input [31:0]        i_target_ip         ,
    input               i_target_valid      ,
    input [31:0]        i_source_ip         ,
    input               i_source_valid      ,
    output [7:0]        o_udp_data          ,
    output [15:0]       o_udp_len           ,
    output              o_udp_last          ,
    output              o_udp_valid         ,
    output [7:0]        o_icmp_data         ,
    output [15:0]       o_icmp_len          ,
    output              o_icmp_last         ,
    output              o_icmp_valid        ,
    input [7:0]         i_mac_data          ,
    input               i_mac_last          ,
    input               i_mac_valid         
);
reg [31:0]              ri_target_ip        ;
reg [31:0]              ri_source_ip        ;
always@(posedge i_clk or posedge i_rst)
begin
    if (i_rst)
        ri_target_ip <= P_ST_TARGET_IP;
    else if (i_target_valid)
        ri_target_ip <= i_target_ip;
    else
        ri_target_ip <= ri_target_ip;
end
always@(posedge i_clk or posedge i_rst)
begin
    if (i_rst)
        ri_source_ip <= P_ST_SOURCE_IP;
    else if (i_source_valid)
        ri_source_ip <= i_source_ip;
    else
        ri_source_ip <= ri_source_ip;
end
reg [7:0]               ri_mac_data         ;
reg                     ri_mac_last         ;
reg                     ri_mac_valid        ;
reg [7:0]               ri_mac_data_1d      ;
reg                     ri_mac_last_1d      ;
reg                     ri_mac_valid_1d     ;
always@(posedge i_clk or posedge i_rst)
begin
    if (i_rst) begin
        ri_mac_data  <= 'd0;
        ri_mac_last  <= 'd0;
        ri_mac_valid <= 'd0;
    end else if (i_mac_valid) begin
        ri_mac_data  <= i_mac_data ;
        ri_mac_last  <= i_mac_last ;
        ri_mac_valid <= i_mac_valid;
    end else begin
        ri_mac_data  <= ri_mac_data;
        ri_mac_last  <= 'd0;
        ri_mac_valid <= 'd0;
    end
end
always@(posedge i_clk or posedge i_rst)
begin
    if (i_rst) begin
        ri_mac_data_1d  <= 'd0;
        ri_mac_last_1d  <= 'd0;
        ri_mac_valid_1d <= 'd0;
    end else begin
        ri_mac_data_1d  <= ri_mac_data ;
        ri_mac_last_1d  <= ri_mac_last ;
        ri_mac_valid_1d <= ri_mac_valid;
    end
end
reg [15:0]              r_ip_cnt            ;
always@(posedge i_clk or posedge i_rst)
begin
    if (i_rst)
        r_ip_cnt <= 'd0;
    else if (ri_mac_valid)
        r_ip_cnt <= r_ip_cnt + 1;
    else    
        r_ip_cnt <= 'd0;
end
reg [15:0]              ro_udp_len          ;
reg                     ro_udp_last         ;
reg                     ro_udp_valid        ;
reg [15:0]              ro_icmp_len         ;
reg                     ro_icmp_last        ;
reg                     ro_icmp_valid       ;
assign                  o_udp_data   = ri_mac_data_1d   ;
assign                  o_udp_len    = ro_udp_len       ;
assign                  o_udp_last   = ro_udp_last      ;
assign                  o_udp_valid  = ro_udp_valid     ;
assign                  o_icmp_data  = ri_mac_data_1d   ;
assign                  o_icmp_len   = ro_icmp_len      ;
assign                  o_icmp_last  = ro_icmp_last     ;
assign                  o_icmp_valid = ro_icmp_valid    ;
reg [15:0]              r_ip_len            ;
always@(posedge i_clk or posedge i_rst)
begin
    if (i_rst) begin
        r_ip_len  <= 'd0;
    end else if (r_ip_cnt >= 2 && r_ip_cnt <=3 && ri_mac_valid) begin
        r_ip_len  <= {r_ip_len[7:0], ri_mac_data};
    end else begin
        r_ip_len  <= r_ip_len ;
    end
end
always@(posedge i_clk or posedge i_rst)
begin
    if (i_rst) begin
        ro_udp_len  <= 'd0;
        ro_icmp_len <= 'd0;
    end else if (r_ip_cnt == 4 && ri_mac_valid) begin
        ro_udp_len  <= r_ip_len - 20;    
        ro_icmp_len <= r_ip_len - 20;
    end else begin
        ro_udp_len  <= ro_udp_len ;
        ro_icmp_len <= ro_icmp_len;
    end
end
reg [7:0]               r_ip_type           ;
always@(posedge i_clk or posedge i_rst)
begin
    if (i_rst)
        r_ip_type <= 'd0;
    else if (r_ip_cnt == 9 && ri_mac_valid)
        r_ip_type <= ri_mac_data;
    else
        r_ip_type <= r_ip_type;
end
reg [31:0]              r_ip_target         ;
reg [31:0]              r_ip_source         ;
always@(posedge i_clk or posedge i_rst)
begin
    if (i_rst)
        r_ip_target <= 'd0;
    else if (r_ip_cnt >= 12 && r_ip_cnt <= 15 && ri_mac_valid)
        r_ip_target <= {r_ip_target[23:0], ri_mac_data};
    else
        r_ip_target <= r_ip_target;
end
always@(posedge i_clk or posedge i_rst)
begin
    if (i_rst)
        r_ip_source <= 'd0;
    else if (r_ip_cnt >= 16 && r_ip_cnt <= 19 && ri_mac_valid)  
        r_ip_source <= {r_ip_source[23:0], ri_mac_data};
    else
        r_ip_source <= r_ip_source;
end     
always@(posedge i_clk or posedge i_rst)
begin
    if (i_rst)
        ro_udp_valid <= 'd0;
    else if (ri_mac_last_1d && ri_mac_valid_1d)
        ro_udp_valid <= 'd0;
    else if (r_ip_cnt == 20 && r_ip_type == 17 && r_ip_source == ri_source_ip)  
        ro_udp_valid <= 'd1;
    else
        ro_udp_valid <= ro_udp_valid;
end
always@(posedge i_clk or posedge i_rst)
begin
    if (i_rst)
        ro_icmp_valid <= 'd0;
    else if (ri_mac_last_1d && ri_mac_valid_1d)
        ro_icmp_valid <= 'd0;
    else if (r_ip_cnt == 20 && r_ip_type == 1 && r_ip_source == ri_source_ip)  
        ro_icmp_valid <= 'd1;
    else
        ro_icmp_valid <= ro_icmp_valid;
end
always@(posedge i_clk or posedge i_rst)
begin
    if (i_rst) begin
        ro_udp_last <= 'd0;
    end else if (ri_mac_valid_1d && r_ip_type == 17 && ri_mac_last) 
        ro_udp_last <= 'd1;
    else
        ro_udp_last <= 'd0;
end
always@(posedge i_clk or posedge i_rst)
begin
    if (i_rst) begin
        ro_icmp_last <= 'd0;
    end else if (ri_mac_valid_1d && r_ip_type == 1 && ri_mac_last)       
        ro_icmp_last <= 'd1;
    else
        ro_icmp_last <= 'd0;
end
endmodule
==> design/flow/run.sh <==
#!/bin/bash
# OpenROAD 26Q1-2900-gdf79404cd8, Yosys 0.63+post, stock flow scripts
make -C /OpenROAD-flow-scripts/flow DESIGN_CONFIG=/design/flow/config.mk WORK_HOME=/design/flow/orfs finish
==> results.py <==
# Synthesis and PnR figures
metrics = {
    "clocking": {
        "clk_latency_ns": 0.41,
        "cts_buffer_depth": 2,
        "cts-htree-levels": 4,
        "root_buffer": "clkbuf_16",
        "hold_buffers": 0,
        "post_cts_buffers": 0,
        "clkTransAtPathRegs_ns": 0.05,
        "cts_tree": "built",
        "cts-buffers-inserted": 17,
        "cts.sinks": 144,
        "post_cts_resized": 0,
    },
    "die": {
        "core_area_sq_um": 12200,
        "fp.dieH_um": 114,
        "chip_area_sq_um": 13100,
        "initial_core_util": 0.518,
        "fp-row-count": 40,
        "die_w_um": 114,
        "top_level_ports": 130,
    },
    "hold_path": {
        "hold_end": "ri_mac_last_1d",
        "hp-start": "ri_mac_last",
        "hp-class": "flop to flop",
        "hold_depth": 0,
    },
    "global_routing": {
        "grt_first_pass_wirelength_um": 18900,
        "grt_pass1_vias": 3721,
        "antenna_found_initial": 0,
        "grt_usage": 0.194,
        "grt_overflow": 0,
        "grt_max_degree": 85,
    },
    "power_and_ir_drop": {
        "leakage_nw": 3.45,
        "peakVddDrop_mv": 0.123,
        "powerDensity_nw_per_um2": 212,
        "finalPower_mw": 1.66,
    },
    "final_layout": {
        "area_growth_pct": 24.1,
        "fin_util": 0.643,
        "mi_logic_area_sq_um": 2400,
        "final-seq-area_sq_um": 3610,
        "filler_cell_count": 901,
        "finish.instance_area_sq_um": 7820,
        "drive_above_1_share": 0.263,
    },
    "place": {
        "dp_hpwl_um": 7490,
        "post_dp_cell_area_sq_um": 7250,
        "place.gp.congestion": 0.769,
        "port-buffer-count": 96,
    },
    "logic_synthesis": {
        "edf_count": 0,
        "synth_cells": 472,
        "synthTopCellsByCount": "137 x dfrtp_1, 98 x mux2_2, 30 x xor2_1",
        "synthesis.area_sq_um": 6300,
        "top_cells_by_area": "dfrtp_1 54%, mux2_2 18%, xor2_1 4.2%",
        "syn-mean-instance-area_sq_um": 13.4,
        "async_reset_ff_frac": 1.00,
        "synth-area-yosys_sq_um": 6300,
        "yosysTopAreaCellShare": 0.544,
        "numSynthFlops": 144,
        "yosysWarnings": 1,
        "ff_type": "dfrtp_1",
        "top_area_cell": "dfrtp_1",
        "yosys_cells": 472,
        "ys_types": 40,
        "top_cell": "dfrtp_1",
        "ys_seq_share": 0.573,
    },
    "final_timing": {
        "fin_setup_tns_ns": 0,
        "fmax_mhz": 296,
        "tightest_slew_ns": 0.803,
        "maxSlewViolCount": 0,
        "holdWs_ns": 0.376,
        "hold_violations": 0,
        "rsz0062_at_grt": "no",
        "min_period_over_period": 0.337,
        "slew_headroom": 0.465,
        "setup_viol": 0,
        "skew_ns": 0.00731,
        "min_period_ns": 3.37,
    },
    "detailed_routing": {
        "ant_nets": 0,
        "wl_per_cell_um": 15.1,
        "drt_pre_antenna_iters": 4,
        "n_antenna_cell": 0,
        "drcViolationCount": 0,
        "via_count": 3688,
        "drt_iter0_markers": 208,
        "routed_wl_um": 11100,
        "vias_per_cell": 5.05,
    },
    "job": {
        "warnings": 62,
        "drv_cap": 0,
    },
    "setup_path": {
        "worstPathArrival_ns": 3.82,
        "crit_type": "input port to async pin",
        "r2r_slack_ns": 7.63,
        "worstRegToRegCells": 3,
        "critPathMaxFanout": 84,
        "rr_startpoint": "ri_mac_valid",
        "crit_chain": "clkdlybuf4s50_1 -> inv_6 -> buf_4",
        "end_kind": "async pin",
        "slowest_delay_ns": 0.74,
        "r2r_end": "r_ip_source[15]",
        "cp_data_required_time_ns": 10.44,
        "start_kind": "input port",
        "cp_slowest_cell": "buf_4",
    },
    "status": {
        "status": "complete, no violations",
    },
}
==> layout by cell type (no fill, tap or decap), types with 6 or more instances in the layout <==
cell type	instances
xnor2_1	25
inv_1	6
a21oi_1	11
nand2_1	12
dfrtp_1	137
mux2_2	98
nor2_1	21
and2_1	13
o21ai_0	6
xor2_1	30
nor4_1	9
dfstp_2	7
nand4_1	6
nand3_1	8
clkbuf_16	17
clkdlybuf4s50_1	96
==> cell type report <==
| cell class | instances | share of cell area |
|---|---|---|
| Clock inverter | 7 | 0.0109 |
| Tap cell | 168 | 0.0269 |
| Multi-Input combinational cell | 280 | 0.307 |
| Sequential cell | 144 | 0.462 |
| Timing Repair Buffer | 100 | 0.127 |
| Inverter | 7 | 0.00400 |
| Clock buffer | 24 | 0.0629 |
==> where the power goes <==
group / internal [mW] / switching [mW] / leakage [nW]
clock network: 0.390 / 0.221 / 0.290
registers: 0.670 / 0.0756 / 1.82
logic: 0.217 / 0.0817 / 1.33
total: 1.28 / 0.379 / 3.45
==> routing by layer <==
metal,up-vias,wire length [um],GRT usage
met4,0,93,0.0173
li1,1766,-,-
met3,7,548,0.0475
met2,87,5210,0.297
met5,-,0,0
met1,1828,5200,0.312
==> critical path: cells and delay by family <==
family	cells	cell delay, ns
buf+inv	3	1.76
==> stage by stage <==
stage | setup WS [ns] | instances
after CTS | 6.52 | 730
final | 6.63 | 730
after floorplan | 4.15 | 472
after global routing | 6.36 | 730
after detailed placement | 6.08 | 699
after global placement | 6.12 | 699
==> registers in the layout (all words and copies together), names as in the netlist, 8 cells and up <==
signal and flops:
ri_mac_data 8, ri_mac_data_1d 8, r_ip_len 16, r_ip_source 32
r_ip_type 8, ri_source_ip 32, ro_udp_len 16, r_ip_cnt 16
==> cell families (layout without fill, tap and decap cells) <==
family	after synthesis	in the layout	synth area share
flip-flops	144	144	0.573
multiplexers	99	99	0.177
AND/OR/NAND/NOR	99	99	0.0987
XOR/XNOR	55	55	0.0764
buffers and inverters	48	138	0.0461
AND-OR/OR-AND	22	22	0.0191
adder cells (fa/ha/maj)	5	5	0.00992
==> worst max path at each step <==
| stage | startpoint | end |
|---|---|---|
| after CTS | i_rst | r_ip_len[5] |
| after global routing | i_rst | r_ip_source[10] |
| final | i_rst | ri_mac_data[4] |
Power is estimated from default activity; no workload was simulated.
