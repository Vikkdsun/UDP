File: /design/flow/config.mk
export PLATFORM = sky130hd
export DESIGN_NAME = ARP_rx
export DESIGN_NICKNAME = ARP_rx
export VERILOG_FILES = /design/flow/design.v
export SDC_FILE = /design/flow/constraint.sdc
export NUM_CORES = 4
export LEC_CHECK = 1
export CORE_UTILIZATION = 50
File: /design/flow/constraint.sdc
current_design ARP_rx

set clk_period 3.5
set clk_io_pct 0.2

create_clock -name clk0 -period $clk_period [get_ports {i_clk}]

set non_clock_inputs [all_inputs -no_clocks]
set_input_delay [expr $clk_period * $clk_io_pct] -clock clk0 $non_clock_inputs
set_output_delay [expr $clk_period * $clk_io_pct] -clock clk0 [all_outputs]
File: /design/flow/design.v
module ARP_rx#(
    parameter       P_TARGET_IP = {8'd192,8'd168,8'd1,8'd1},
    parameter       P_SOURCE_MAC = {8'h00,8'h00,8'h00,8'h00,8'h00,8'h00},
    parameter       P_SOURCE_IP  = {8'd192,8'd168,8'd1,8'd2}
)(
    input           i_clk               ,
    input           i_rst               ,
    input [31:0]    i_source_ip         ,
    input           i_s_ip_valid        ,
    input [7 :0]    i_mac_data          ,
    input           i_mac_last          ,
    input           i_mac_valid         ,
    output [47:0]   o_target_mac        ,
    output [31:0]   o_target_ip         ,
    output          o_target_valid      ,
    output          o_tirg_reply        
);
reg [31:0]          ri_source_ip                ;
always@(posedge i_clk or posedge i_rst)
begin
    if (i_rst)
        ri_source_ip <= P_SOURCE_IP;
    else if (i_s_ip_valid)
        ri_source_ip <= i_source_ip;
    else
        ri_source_ip <= ri_source_ip;
end
reg [7 :0]          ri_mac_data                 ;
reg                 ri_mac_last                 ;
reg                 ri_mac_valid                ;
always@(posedge i_clk or posedge i_rst)
begin
    if (i_rst) begin
        ri_mac_data  <= 'd0;
        ri_mac_last  <= 'd0;
        ri_mac_valid <= 'd0;
    end else if (i_mac_valid) begin
        ri_mac_data  <= i_mac_data ;
        ri_mac_last  <= i_mac_last ;
        ri_mac_valid <= i_mac_valid;
    end else begin
        ri_mac_data  <= 'd0;
        ri_mac_last  <= 'd0;
        ri_mac_valid <= 'd0;
    end
end
reg [15:0]          r_arp_cnt                   ;
always@(posedge i_clk or posedge i_rst)
begin
    if (i_rst)
        r_arp_cnt <= 'd0;
    else if (ri_mac_valid)
        r_arp_cnt <= r_arp_cnt + 1;
    else
        r_arp_cnt <= 'd0;
end
reg [47:0]          ro_target_mac               ;
reg [31:0]          ro_target_ip                ;
reg                 ro_target_valid             ;
assign              o_target_mac   = ro_target_mac  ;
assign              o_target_ip    = ro_target_ip   ;
assign              o_target_valid = ro_target_valid;
always@(posedge i_clk or posedge i_rst)
begin
    if (i_rst)
        ro_target_mac <= 'd0;
    else if (r_arp_cnt >= 8 && r_arp_cnt <= 13 && ri_mac_valid && (r_arp_op == 1 || r_arp_op == 2))
        ro_target_mac <= {ro_target_mac[39:0], ri_mac_data};
    else
        ro_target_mac <= ro_target_mac;
end
always@(posedge i_clk or posedge i_rst)
begin
    if (i_rst)
        ro_target_ip <= 'd0;
    else if (r_arp_cnt >= 14 && r_arp_cnt <= 17 && ri_mac_valid && (r_arp_op == 1 || r_arp_op == 2))
        ro_target_ip <= {ro_target_ip[23:0], ri_mac_data};
    else
        ro_target_ip <= ro_target_ip;
end
always@(posedge i_clk or posedge i_rst)
begin
    if (i_rst)
        ro_target_valid <= 'd0;
    else if (r_arp_cnt == 17 && ri_mac_valid)
        ro_target_valid <= 'd1;
    else
        ro_target_valid <= 'd0;
end
reg [15:0]          r_arp_op                    ;
always@(posedge i_clk or posedge i_rst)
begin
    if (i_rst)
        r_arp_op <= 'd0;
    else if (r_arp_cnt >= 6 && r_arp_cnt <= 7 && ri_mac_valid)
        r_arp_op <= {r_arp_op[7:0], ri_mac_data};
    else
        r_arp_op <= r_arp_op;
end
reg                 ro_tirg_reply               ;
assign              o_tirg_reply = ro_tirg_reply;
always@(posedge i_clk or posedge i_rst)
begin
    if (i_rst)
        ro_tirg_reply <= 'd0;
    else if (r_arp_cnt == 18 && r_arp_op == 1 && ri_mac_valid)
        ro_tirg_reply <= 'd1;
    else
        ro_tirg_reply <= 'd0;
end
endmodule
File: /design/flow/run.sh
#!/bin/bash
# OpenROAD 26Q1-2900-gdf79404cd8, Yosys 0.63+post, stock flow scripts
make -C /OpenROAD-flow-scripts/flow DESIGN_CONFIG=/design/flow/config.mk WORK_HOME=/design/flow/orfs finish
==> notes.md <==
The flow ran to the end, and the final reports show no timing, DRC or antenna violations. The finished layout holds 575 standard cells, fillers aside. The post-route netlist has 25.8% of its cells at a drive strength greater than 1. The total wire length after detailed routing is 8200 µm. After synthesis, the most frequently instantiated cells are sky130_fd_sc_hd__dfrtp_1, sky130_fd_sc_hd__mux2_2, sky130_fd_sc_hd__mux2_1, sky130_fd_sc_hd__and2_1, sky130_fd_sc_hd__mux2_4. Setup violations remaining at the end of the flow were counted as 0. The run gives 102 µm for the die outline width. Setup repair after global routing left no endpoint under its margin. After the first detailed-routing iteration, the DRC count stood at 77. Once detailed placement completed, the half-perimeter wirelength came to 5090 µm. The run gives 61.7% for the share of the synthesized area in the top cell type. Per the layout report, the design carries 748 filler cells. The run gives 4990 µm² as the cell area after synthesis. The endpoint identified for the worst register-to-register timing path is ro_target_mac[25]. STA shows the worst reg2reg path with a cell count of 5.

As reported, the later end of the worst-skew pair has a clock insertion delay of 0.50 ns. The post-detailed-route DRC marker count is 0. On the critical path the data arrives at 2.89 ns. With the register bit count reported by yosys at 123, the deepest level of the CTS H-tree is 4. The count of instantiated cells in the yosys netlist was 328.

The number of hold buffers added after CTS was 0. For this run the aggregate overflow at the end of global routing stands at 0. Post-route period utilization is reported as 71.8%. Looking at the clock tree report, the maximum root-to-sink buffer count equals 2. The synthesized area divided by synthesized cell count is 15.2 µm², and the post-cts gate resize count is 0. The count of buffers inserted at the top-level ports is 92. The data required time of the worst path is 3.88 ns. Summed over all cells, the static leakage comes to 3.17 nW.

Per the timing report, the most critical flop-to-flop path originates at ri_mac_valid. The worst hold endpoint was ro_target_ip[28]. The worst-case max-slew headroom was logged as 55.9%. The run gives 1 as the synthesis warning total. The instance count after placement with tap cells included is 543. According to the floorplan report, the total die area is 10400 µm². The minimum clock period after layout works out to 2.51 ns. The layout-stage area growth over the synthesis result works out to 32.0%.

Most used flip-flop cell: sky130_fd_sc_hd__dfrtp_1. The main area contributors are sky130_fd_sc_hd__dfrtp_1, sky130_fd_sc_hd__mux2_2, sky130_fd_sc_hd__mux2_1. Power spread over the standard cell area amounts to 485 nW/µm². Max-cap violations in this run came to 0. In the CTS report, the clock slew at the register clock pins of the worst setup and hold paths is listed as 0.06 ns.

The first global-routing pass estimated 13400 µm of wire. The final hold violation count was 0; the number of sinks driven by the clock tree was 123. The run gives 48 for the highest fanout seen on the critical path.

For the worst min-delay path, the startpoint reported by OpenROAD is ro_target_ip[28]. The run gives 0 ns for the setup TNS. The count of flip-flops with a built-in enable after synthesis is 0. Per Yosys stat, the portion of area used by sequential elements is 61.7%. The vertical die dimension reported for this design is 102 µm. The tools report the final-report max-slew violation count as 0.

In this run the worst hold path is classified as reg -> reg. After its last routability iteration, the placer logged a weighted congestion of 0.784. During I/O placement, the number of pins put on the boundary was 127.

The cell accounting for the most synthesized area was sky130_fd_sc_hd__dfrtp_1. The per-cell routed wire length was 14.3 µm. The count of nets left with antenna violations once routing finished came out at 0.

For this run, asynchronously set or reset flops after synthesis account for 100%. The run gives 4.94 for the average vias per placed instance. The tools report the startpoint kind of the worst setup timing path as a flip-flop. The number of warnings reported in the stage logs is 67.

The tools report the floorplan-stage core utilization as 51.2%. The pin slew with the least headroom to its limit works out to 0.662 ns. In this run the VDD rail shows a maximum IR drop of 0.000560 V. The number of cells traversed by the worst hold path was 1. The tools report the nature of the critical path endpoint as a flip-flop. The via count of the first global-routing pass came out at 2763. With the count of TritonRoute iterations in the first routing pass at 4, the clock buffer count from CTS is 17.

The report lists the number of standard-cell rows as 36. Cell with the most instances after synthesis: sky130_fd_sc_hd__dfrtp_1. Per the timing report, the achievable frequency comes out to 398 MHz. In the Yosys stats the netlist draws on 37 distinct library cells. The buffer cell driving the clock tree root is sky130_fd_sc_hd__clkbuf_8. After layout, the setup clock skew is reported as 0.00823 ns. The number of inserted diodes is 0, and the area of the placeable core is 9730 µm². Summed over all routing layers, the global router reports a total usage of 17.4%. The startpoint-to-endpoint class of the critical path is reg -> reg. The tools report the via total after detailed routing as 2840. TritonCTS built the clock tree. The number of antenna violations at the first check in global routing was 0; the synthesized instance count was 328. Entering global routing, the biggest net connects 124 pins. The logs give 0.99 ns for the worst-case register-to-register setup slack and 4990 µm² for the area of the synthesized netlist per yosys stat.

The run gives 0 as the total setup buffers inserted after CTS.
metrics by stage:
| step | util (%) | area (µm²) | setup slack, ns | power (W) | hold slack [ns] |
|---|---|---|---|---|---|
| floorplan | - | 4990 | 1.29 | 0.00156 | 0.433 |
| global placement | 61.9 | 6020 | 0.985 | 0.00160 | 0.468 |
| detailed placement | 61.9 | 6020 | 0.967 | 0.00161 | 0.474 |
| CTS | 67.7 | 6580 | 0.939 | 0.00324 | 0.487 |
| global route | 67.7 | 6580 | 0.776 | 0.00332 | 0.504 |
| finish | 67.7 | 6580 | 0.987 | 0.00319 | 0.483 |
how the worst max path moves through the flow:
stage / start / to / slack [ns] / cells past startpoint
finish: ri_mac_valid / ro_target_mac[25] / 0.99 / 5
global route: ri_mac_valid / ro_target_mac[35] / 0.78 / 5
CTS: ri_mac_valid / ro_target_mac[39] / 0.94 / 5
cell usage in the layout (no fill, tap or decap), types with 3 or more instances in the layout:
cell type,Yosys,routed
sky130_fd_sc_hd__xor2_1,5,5
sky130_fd_sc_hd__inv_1,7,6
sky130_fd_sc_hd__mux2_1,22,22
sky130_fd_sc_hd__clkbuf_16,0,16
sky130_fd_sc_hd__clkinv_2,0,4
sky130_fd_sc_hd__dfrtp_1,123,123
sky130_fd_sc_hd__and3_1,3,3
sky130_fd_sc_hd__clkbuf_1,1,3
sky130_fd_sc_hd__xnor2_1,7,7
sky130_fd_sc_hd__clkdlybuf4s50_1,0,92
sky130_fd_sc_hd__clkinvlp_4,0,4
sky130_fd_sc_hd__nand3_1,5,5
sky130_fd_sc_hd__mux2_2,64,64
sky130_fd_sc_hd__nor2_1,3,3
sky130_fd_sc_hd__mux2_4,10,10
sky130_fd_sc_hd__and2_1,20,20
sky130_fd_sc_hd__nand2_1,7,7
sky130_fd_sc_hd__nand4_1,4,4
sky130_fd_sc_hd__ha_1,5,5
sky130_fd_sc_hd__nor3_1,3,3
sky130_fd_sc_hd__nor4_1,6,6
state kept, by name, summed over array words and instances, names as in the netlist:
| signal | flops |
|---|---|
| ro_tirg_reply | 1 |
| ro_target_mac | 48 |
| r_arp_op | 16 |
| r_arp_cnt | 16 |
| ri_mac_valid | 1 |
| ro_target_valid | 1 |
| ri_mac_data | 8 |
| ro_target_ip | 32 |
cell type report:
| cell class | instances | area [µm²] | share of cell area, % |
|---|---|---|---|
| Clock buffer | 21 | 439 | 6.67 |
| Inverter | 7 | 30.0 | 0.456 |
| Tap cell | 133 | 166 | 2.53 |
| Sequential cell | 123 | 3080 | 46.8 |
| Multi-Input combinational cell | 185 | 1790 | 27.2 |
| Timing Repair Buffer | 95 | 956 | 14.5 |
| Clock inverter | 11 | 120 | 1.82 |
metal layers:
layer  track usage, %  part of all wire (%)  routed length [µm]  vias up
li1                 -                     -                   -     1346
met1             28.2                    46                3790     1438
met2             25.9                    48                3930       51
met3             5.15                   4.8                 392        5
met4             2.09                  0.96                  79        0
met5                0                     0                   0        -
worst max-delay path, stage by stage, from the launching register on:
cell and delay, ns:
sky130_fd_sc_hd__dfrtp_1 0.62, sky130_fd_sc_hd__nor4b_4 0.29, sky130_fd_sc_hd__nand3_2 0.20, sky130_fd_sc_hd__nor4_4 0.31, sky130_fd_sc_hd__buf_4 0.54, sky130_fd_sc_hd__mux2_2 0.41
logic make-up (layout without fill, tap and decap cells):
logic type                 count (synthesis)  after routing  share of synthesized area (%)
AOI/OAI and AO/OA                          5              5                           1.08
xor gates and xnor gates                  12             12                           2.11
adders and majority gates                  5              5                           1.25
buffers and inverters                     20            134                           2.48
DFF                                      123            123                           61.7
muxes                                     98             98                           22.8
and+or+nand+nor                           65             65                           8.51
power by group:
group	total, W	switching [W]	internal [W]	leakage, nW
sequential	0.00147	0.0000230	0.00144	1.70
combinational	0.000111	0.0000633	0.0000482	1.20
clock	0.00161	0.000586	0.00103	0.268
total	0.00319	0.000672	0.00252	3.17
Power and IR drop assume default switching activity.
