==> /design/flow/design.v <==
module CRC32_D8(
  input             i_clk     ,
  input             i_rst     ,
  input             i_en      ,
  input  [7 :0]     i_data    ,
  output [31:0]     o_crc 
);
    reg  [31:0] crc;
    wire [7 :0] d;
    wire [31:0] c;
    wire [31:0] newcrc;
    assign o_crc = ~{
                  crc[0],crc[1],crc[2],crc[3],crc[4],crc[5],crc[6],crc[7],
                  crc[8],crc[9],crc[10],crc[11],crc[12],crc[13],crc[14],crc[15],
                  crc[16],crc[17],crc[18],crc[19],crc[20],crc[21],crc[22],crc[23],
                  crc[24],crc[25],crc[26],crc[27],crc[28],crc[29],crc[30],crc[31]
                  };
    assign d = {i_data[0],i_data[1],i_data[2],i_data[3],i_data[4],i_data[5],i_data[6],i_data[7]}; 
    assign c = crc;
    assign newcrc[0] = d[6] ^ d[0] ^ c[24] ^ c[30];
    assign newcrc[1] = d[7] ^ d[6] ^ d[1] ^ d[0] ^ c[24] ^ c[25] ^ c[30] ^ c[31];
    assign newcrc[2] = d[7] ^ d[6] ^ d[2] ^ d[1] ^ d[0] ^ c[24] ^ c[25] ^ c[26] ^ c[30] ^ c[31];
    assign newcrc[3] = d[7] ^ d[3] ^ d[2] ^ d[1] ^ c[25] ^ c[26] ^ c[27] ^ c[31];
    assign newcrc[4] = d[6] ^ d[4] ^ d[3] ^ d[2] ^ d[0] ^ c[24] ^ c[26] ^ c[27] ^ c[28] ^ c[30];
    assign newcrc[5] = d[7] ^ d[6] ^ d[5] ^ d[4] ^ d[3] ^ d[1] ^ d[0] ^ c[24] ^ c[25] ^ c[27] ^ c[28] ^ c[29] ^ c[30] ^ c[31];
    assign newcrc[6] = d[7] ^ d[6] ^ d[5] ^ d[4] ^ d[2] ^ d[1] ^ c[25] ^ c[26] ^ c[28] ^ c[29] ^ c[30] ^ c[31];
    assign newcrc[7] = d[7] ^ d[5] ^ d[3] ^ d[2] ^ d[0] ^ c[24] ^ c[26] ^ c[27] ^ c[29] ^ c[31];
    assign newcrc[8] = d[4] ^ d[3] ^ d[1] ^ d[0] ^ c[0] ^ c[24] ^ c[25] ^ c[27] ^ c[28];
    assign newcrc[9] = d[5] ^ d[4] ^ d[2] ^ d[1] ^ c[1] ^ c[25] ^ c[26] ^ c[28] ^ c[29];
    assign newcrc[10] = d[5] ^ d[3] ^ d[2] ^ d[0] ^ c[2] ^ c[24] ^ c[26] ^ c[27] ^ c[29];
    assign newcrc[11] = d[4] ^ d[3] ^ d[1] ^ d[0] ^ c[3] ^ c[24] ^ c[25] ^ c[27] ^ c[28];
    assign newcrc[12] = d[6] ^ d[5] ^ d[4] ^ d[2] ^ d[1] ^ d[0] ^ c[4] ^ c[24] ^ c[25] ^ c[26] ^ c[28] ^ c[29] ^ c[30];
    assign newcrc[13] = d[7] ^ d[6] ^ d[5] ^ d[3] ^ d[2] ^ d[1] ^ c[5] ^ c[25] ^ c[26] ^ c[27] ^ c[29] ^ c[30] ^ c[31];
    assign newcrc[14] = d[7] ^ d[6] ^ d[4] ^ d[3] ^ d[2] ^ c[6] ^ c[26] ^ c[27] ^ c[28] ^ c[30] ^ c[31];
    assign newcrc[15] = d[7] ^ d[5] ^ d[4] ^ d[3] ^ c[7] ^ c[27] ^ c[28] ^ c[29] ^ c[31];
    assign newcrc[16] = d[5] ^ d[4] ^ d[0] ^ c[8] ^ c[24] ^ c[28] ^ c[29];
    assign newcrc[17] = d[6] ^ d[5] ^ d[1] ^ c[9] ^ c[25] ^ c[29] ^ c[30];
    assign newcrc[18] = d[7] ^ d[6] ^ d[2] ^ c[10] ^ c[26] ^ c[30] ^ c[31];
    assign newcrc[19] = d[7] ^ d[3] ^ c[11] ^ c[27] ^ c[31];
    assign newcrc[20] = d[4] ^ c[12] ^ c[28];
    assign newcrc[21] = d[5] ^ c[13] ^ c[29];
    assign newcrc[22] = d[0] ^ c[14] ^ c[24];
    assign newcrc[23] = d[6] ^ d[1] ^ d[0] ^ c[15] ^ c[24] ^ c[25] ^ c[30];
    assign newcrc[24] = d[7] ^ d[2] ^ d[1] ^ c[16] ^ c[25] ^ c[26] ^ c[31];
    assign newcrc[25] = d[3] ^ d[2] ^ c[17] ^ c[26] ^ c[27];
    assign newcrc[26] = d[6] ^ d[4] ^ d[3] ^ d[0] ^ c[18] ^ c[24] ^ c[27] ^ c[28] ^ c[30];
    assign newcrc[27] = d[7] ^ d[5] ^ d[4] ^ d[1] ^ c[19] ^ c[25] ^ c[28] ^ c[29] ^ c[31];
    assign newcrc[28] = d[6] ^ d[5] ^ d[2] ^ c[20] ^ c[26] ^ c[29] ^ c[30];
    assign newcrc[29] = d[7] ^ d[6] ^ d[3] ^ c[21] ^ c[27] ^ c[30] ^ c[31];
    assign newcrc[30] = d[7] ^ d[4] ^ c[22] ^ c[28] ^ c[31];
    assign newcrc[31] = d[5] ^ c[23] ^ c[29];
always@(posedge i_clk,posedge i_rst)
begin
  if(i_rst)
    crc <= 32'hffffffff;
  else if(i_en)
    crc <= newcrc;
  else 
    crc <= crc;
end
endmodule
module MAC_rx#(
    parameter               P_TARGET_MAC    = {8'h00, 8'h00, 8'h00, 8'h00, 8'h00, 8'h00}  ,
                            P_SOURCE_MAC    = {8'h00, 8'h00, 8'h00, 8'h00, 8'h00, 8'h00}  ,
                            P_CRC_CHECK     = 1                                                           
)(
    input                   i_clk               ,
    input                   i_rst               ,
    input [47:0]            i_target_mac        ,
    input                   i_target_mac_valid  ,
    input [47:0]            i_source_mac        ,
    input                   i_source_mac_valid  ,
    output [15:0]           o_post_type         ,    
    output [7 :0]           o_post_data         ,    
    output                  o_post_last         ,    
    output                  o_post_valid        ,    
    output [47:0]           o_rec_src_mac       ,    
    output                  o_rec_src_valid     ,    
    output                  o_crc_error         ,    
    output                  o_crc_valid         ,    
    input [7:0]             i_GMII_data         ,
    input                   i_GMII_valid        
);
reg [47:0]                  r_source_mac                    ;
reg [47:0]                  r_target_mac                    ;
always@(posedge i_clk or posedge i_rst)
begin
    if (i_rst)
        r_source_mac <= P_SOURCE_MAC;
    else if (i_source_mac_valid)
        r_source_mac <= i_source_mac;
    else
        r_source_mac <= r_source_mac;
end           
always@(posedge i_clk or posedge i_rst)
begin
    if (i_rst)
        r_target_mac <= P_TARGET_MAC;
    else if (i_target_mac_valid)
        r_target_mac <= i_target_mac;
    else
        r_target_mac <= r_target_mac;
end
reg [7:0]                   ri_GMII_data                    ;
reg                         ri_GMII_valid                   ;
always@(posedge i_clk or posedge i_rst)
begin
    if (i_rst) begin
        ri_GMII_data <= 'd0;
        ri_GMII_valid <= 'd0;
    end else begin
        ri_GMII_data <= i_GMII_data;
        ri_GMII_valid <= i_GMII_valid;
    end
end
reg [15:0]                  r_rec_cnt                       ;
always@(posedge i_clk or posedge i_rst)
begin
    if (i_rst)
        r_rec_cnt <= 'd0;
    else if (ri_GMII_valid && r_rec_cnt == 6 && ri_GMII_data == 8'h55)
        r_rec_cnt <= r_rec_cnt;
    else if (ri_GMII_valid)
        r_rec_cnt <= r_rec_cnt + 1;
    else
        r_rec_cnt <= 'd0;
end
reg                         r_header_check                  ;
always@(*)
begin
    case(r_rec_cnt)
        0, 1, 2, 3, 4, 5    : r_header_check = ri_GMII_data == 8'h55    ? 'd1 : 'd0 ;
        6                   : r_header_check = ri_GMII_data == 8'h55 || ri_GMII_data == 8'hD5 ? 'd1 : 'd0 ;
        default             : r_header_check = 'd1                      ;
    endcase
end
reg                         r_header_access                 ;
always@(posedge i_clk or posedge i_rst)
begin
    if (i_rst)      
        r_header_access <= 'd1;
    else if (!ri_GMII_valid)
        r_header_access <= 'd1;
    else if (ri_GMII_valid && r_rec_cnt >= 0 && r_rec_cnt <= 6 && !r_header_check)
        r_header_access <= 'd0;
    else
        r_header_access <= r_header_access;
end
reg [15:0]                  ro_post_type                    ;
assign                      o_post_type = ro_post_type      ;
always@(posedge i_clk or posedge i_rst)
begin
    if (i_rst)
        ro_post_type <= 'd0;
    else if (r_rec_cnt >= 19 && r_rec_cnt <= 20 && ri_GMII_valid)
        ro_post_type <= {ro_post_type[7:0], ri_GMII_data};
    else 
        ro_post_type <= ro_post_type;
end
reg [47:0]                  ro_rec_src_mac                  ;
assign                      o_rec_src_mac = ro_rec_src_mac  ;
always@(posedge i_clk or posedge i_rst)
begin
    if (i_rst)
        ro_rec_src_mac <= 'd0;
    else if (r_rec_cnt >= 13 && r_rec_cnt <= 18 && ri_GMII_valid)
        ro_rec_src_mac <= {ro_rec_src_mac[39:0], ri_GMII_data};
    else
        ro_rec_src_mac <= ro_rec_src_mac;
end
reg                         ro_rec_src_valid                ;
assign                      o_rec_src_valid = ro_rec_src_valid;
always@(posedge i_clk or posedge i_rst)
begin
    if (i_rst)
        ro_rec_src_valid <= 'd0;
    else if (r_rec_cnt == 19 && ri_GMII_valid)           
        ro_rec_src_valid <= 'd1;
    else 
        ro_rec_src_valid <= ro_rec_src_valid;
end
reg [7:0]                   ri_GMII_data_1d                 ;
reg                         ri_GMII_valid_1d                ;
reg [7:0]                   ri_GMII_data_2d                 ;
reg                         ri_GMII_valid_2d                ;
reg [7:0]                   ri_GMII_data_3d                 ;
reg                         ri_GMII_valid_3d                ;
reg [7:0]                   ri_GMII_data_4d                 ;
reg                         ri_GMII_valid_4d                ;
reg [7:0]                   ri_GMII_data_5d                 ;        
reg                         ri_GMII_valid_5d                ;
always@(posedge i_clk or posedge i_rst)
begin
    if (i_rst) begin
        ri_GMII_data_1d  <= 'd0;
        ri_GMII_valid_1d <= 'd0;
        ri_GMII_data_2d  <= 'd0;
        ri_GMII_valid_2d <= 'd0;
        ri_GMII_data_3d  <= 'd0;
        ri_GMII_valid_3d <= 'd0;
        ri_GMII_data_4d  <= 'd0;
        ri_GMII_valid_4d <= 'd0;
        ri_GMII_data_5d  <= 'd0;
        ri_GMII_valid_5d <= 'd0;
    end else begin
        ri_GMII_data_1d  <= ri_GMII_data ;
        ri_GMII_valid_1d <= ri_GMII_valid;
        ri_GMII_data_2d  <= ri_GMII_data_1d ;
        ri_GMII_valid_2d <= ri_GMII_valid_1d;
        ri_GMII_data_3d  <= ri_GMII_data_2d ;
        ri_GMII_valid_3d <= ri_GMII_valid_2d;
        ri_GMII_data_4d  <= ri_GMII_data_3d ;
        ri_GMII_valid_4d <= ri_GMII_valid_3d;
        ri_GMII_data_5d  <= ri_GMII_data_4d ;
        ri_GMII_valid_5d <= ri_GMII_valid_4d;
    end
end
reg                         r_crc_en                        ;
reg                         r_crc_rst                       ;
wire [31:0]                 w_crc_result                    ;
CRC32_D8 CRC32_D8_u0(
  .i_clk        (i_clk              )      ,
  .i_rst        (r_crc_rst          )      ,
  .i_en         (r_crc_en           )      ,
  .i_data       (ri_GMII_data_5d    )      ,
  .o_crc        (w_crc_result       )         
);
reg [15:0]                  r_5d_cnt                        ;
always@(posedge i_clk or posedge i_rst)
begin
    if (i_rst)
        r_5d_cnt <= 'd0;
    else if (ri_GMII_valid_5d && r_5d_cnt == 6 && ri_GMII_data_5d == 8'h55)
        r_5d_cnt <= r_5d_cnt;
    else if (ri_GMII_valid_5d)
        r_5d_cnt <= r_5d_cnt + 1;
    else
        r_5d_cnt <= 'd0;
end
wire                        w_GMII_valid_neg = ri_GMII_valid_1d & !ri_GMII_valid;
reg                         r_crc_en_1d                                     ;
wire                        w_crc_en_neg = r_crc_en_1d & !r_crc_en          ;
always@(posedge i_clk or posedge i_rst)
begin
    if (i_rst)
        r_crc_en_1d <= 'd0;
    else 
        r_crc_en_1d <= r_crc_en;
end
always@(posedge i_clk or posedge i_rst)
begin
    if (i_rst)
        r_crc_en <= 'd0;
    else if (w_GMII_valid_neg)
        r_crc_en <= 'd0;
    else if (r_5d_cnt == 6 && ri_GMII_valid_5d)
        r_crc_en <= 'd1;
    else
        r_crc_en <= r_crc_en;
end
always@(posedge i_clk or posedge i_rst)
begin
    if (i_rst)
        r_crc_rst <= 'd1;
    else if (w_crc_en_neg)
        r_crc_rst <= 'd1;
    else if (r_5d_cnt == 6 && ri_GMII_valid_5d)
        r_crc_rst <= 'd0;
    else
        r_crc_rst <= r_crc_rst;
end
reg [31:0]                  r_crc_result                    ;
always@(posedge i_clk or posedge i_rst)
begin
    if (i_rst)
        r_crc_result <= 'd0;
    else if (ri_GMII_valid)
        r_crc_result <= {ri_GMII_data, r_crc_result[31:8]};
    else 
        r_crc_result <= r_crc_result;
end
reg                         ro_crc_error                    ;
assign                      o_crc_error = ro_crc_error      ;
always@(posedge i_clk or posedge i_rst)
begin
    if (i_rst)
        ro_crc_error <= 'd0;
    else if (!P_CRC_CHECK)
        ro_crc_error <= 'd0;
    else if (w_crc_en_neg && r_crc_result != w_crc_result)
        ro_crc_error <= 'd1;
    else
        ro_crc_error <= 'd0;
end
reg                         ro_crc_valid                    ;
assign                      o_crc_valid = ro_crc_valid      ;
always@(posedge i_clk or posedge i_rst)
begin
    if (i_rst)
        ro_crc_valid <= 'd0;
    else if (w_crc_en_neg)
        ro_crc_valid <= 'd1;
    else 
        ro_crc_valid <= 'd0;
end
assign                      o_post_data = ri_GMII_data_5d   ;
assign                      o_post_last = !ri_GMII_valid & ri_GMII_valid_1d & r_header_access;
reg                         ro_post_valid                   ;
assign                      o_post_valid = ro_post_valid    ;
always@(posedge i_clk or posedge i_rst)
begin
    if (i_rst)      
        ro_post_valid <= 'd0;
    else if (!ri_GMII_valid & ri_GMII_valid_1d)
        ro_post_valid <= 'd0;
    else if (r_5d_cnt == 20 && r_header_access)
        ro_post_valid <= 'd1;
    else
        ro_post_valid <= ro_post_valid;
end
endmodule
==> /design/flow/run.sh <==
#!/bin/bash
# OpenROAD 26Q1-2900-gdf79404cd8, Yosys 0.63+post, stock flow scripts
make -C /OpenROAD-flow-scripts/flow DESIGN_CONFIG=/design/flow/config.mk WORK_HOME=/design/flow/orfs finish
==> /design/flow/config.mk <==
export PLATFORM = sky130hd
export DESIGN_NAME = MAC_rx
export DESIGN_NICKNAME = MAC_rx
export VERILOG_FILES = /design/flow/design.v
export SDC_FILE = /design/flow/constraint.sdc
export NUM_CORES = 4
export LEC_CHECK = 1
export CORE_UTILIZATION = 30
==> /design/flow/constraint.sdc <==
current_design MAC_rx

set clk_period 2.2
set clk_io_pct 0.2

create_clock -name clk0 -period $clk_period [get_ports {i_clk}]

set non_clock_inputs [all_inputs -no_clocks]
set_input_delay [expr $clk_period * $clk_io_pct] -clock clk0 $non_clock_inputs
set_output_delay [expr $clk_period * $clk_io_pct] -clock clk0 [all_outputs]
==> run_results.csv <==
group,metric,value,unit
yosys,yosys_cells,681,
yosys,yosysTopAreaCell,"dfrtp_1",
yosys,edf_count,0,
yosys,postSynthRegisterBits,222,
sta,worst_slack,0.0644,ns
global_routing,antenna_found_initial,0,
yosys,post-synth-top-count-cell,"dfrtp_1",
setup_path,worstPathMaxFanout,3,
sta,hold_viol,0,
drt,drc,0,
floorplanning,rows,64,
finish,area_delta_synth_final,26.7,%
floorplanning,chipArea,31800,um2
placed_design,dp.cells,1181,
placed_design,numPortBuffers,87,
sta,rsz0062_at_grt,"no",
outcome,status,"completed",
setup_path,crit_path_end_kind,"primary output",
clocking,insertion_delay,0.51,ns
power,peakVddDrop,681,uV
setup_path,crit_chain,"and3_4 > clkdlybuf4s50_1",
setup_path,required,1.76,ns
placed_design,gp_congestion,0.848,
yosys,async_flop_share,100,%
drt,vias,5510,
clocking,cts.reportedPaths.clkPinSlew,0.06,ns
yosys,synth_area,9310,um2
drt,vias_per_cell,4.49,
global_routing,track_usage,13.1,%
yosys,top_area_share,50.5,%
global_routing,grt_pass1_wl,31500,um
yosys,syn_avg_cell_area,13.7,um2
finish,fin_cells,1227,
yosys,flop_cell,"dfrtp_1",
floorplanning,core-area,30600,um2
placed_design,dp_slack,0.0652,ns
yosys,yosys-top-cells-count,"dfrtp_1, mux2_2, xnor2_1, xor2_1, nor2_1",
global_routing,grt_pass1_vias,5769,
clocking,cts_tree,"built",
yosys,ys_warn_count,2,
sta,period_minus_slack,2.14,ns
sta,tightest_slew,0.735,ns
floorplanning,dieWidth,178,um
placed_design,place_area,11000,um2
setup_path,cp.arrival,1.70,ns
clocking,postCtsHoldBufs,0,
drt,drt_first_pass_iters,4,
clocking,clk_path_buf_depth,3,
setup_path,crit_path_top_delay_cell,"dfstp_2",
yosys,synthTopCellsByArea,"dfrtp_1, mux2_2, dfstp_2, xnor2_1, xor2_1",
clocking,h-tree-depth,1,
floorplanning,die_y,178,um
sta,relSlewSlack,50.7,%
power,power_leakage,5.10,nW
drt,diodes,0,
yosys,ys_seq_share,60.1,%
floorplanning,initCoreUtil,30.4,%
clocking,cts_sinks,222,
yosys,ys_area,9310,um2
clocking,numCtsBuffers,25,
yosys,ys_types,48,
sta,max_freq,0.468,GHz
yosys,syn_inst,681,
drt,wl_per_cell,15.6,um
global_routing,grt_max_degree,62,
setup_path,critPathKind,"reg2out",
drt,first_iter_violations,206,
floorplanning,io_pins,186,
clocking,root_buffer,"clkbuf_16",
setup_path,crit_path_start_kind,"flip-flop",
finish,layout-drive-gt1-share,29.5,%
setup_path,slowest_delay,0.55,ns
sta,setup_viol,0,
drt,drt-total-wl,19100,um
sta,maxSlewViolCount,0,
run,cap_violations,0,
placed_design,detailed_place_hpwl,12900,um
finish,fin_area,11800,um2
sta,skew,0.0114,ns
clocking,cts_post_setup_buffers_inserted,0,
global_routing,grt.overflow.total,0,
drt,ant_nets,0,
run,warnings,130,
worst_hold_path,hp-class,"in2async",
sta,period_used_share,97.1,%
power,power_density,1100,nW/um2
-- per-stage QoR --
| step | power, mW | utilization (%) | TNS [ns] | hold WS, ns |
|---|---|---|---|---|
| floorplan | 7.80 | - | -129.26 | 0.331 |
| global placement | 8.94 | 35.8 | 0 | 0.332 |
| detailed placement | 8.94 | 35.8 | 0 | 0.335 |
| CTS | 13.1 | 38.5 | 0 | 0.269 |
| global route | 13.7 | 38.6 | 0 | 0.289 |
| finish | 12.9 | 38.6 | 0 | 0.278 |
-- path summary, 6_finish.rpt --
path | slack, ns | from | to | cells after the start
max in group asynchronous | 1.28 | i_rst | ro_rec_src_mac[8] | 3
min | 0.28 | i_rst | r_crc_result[24] | 2
min reg2reg | 0.34 | ri_GMII_data_4d[5] | ri_GMII_data_5d[5] | 0
min in group clk0 | 0.34 | ri_GMII_data_4d[5] | ri_GMII_data_5d[5] | 0
max reg2reg | 0.14 | r_rec_cnt[10] | ro_rec_src_mac[11] | 6
max | 0.06 | r_header_access | o_post_last | 2
-- per-layer routing --
layer	vias up	track usage [%]	share of wire [%]	wire length [um]
li1	2604	-	-	-
met4	0	1.80	1.5	284
met2	122	18.8	43	8180
met1	2759	20.6	48	9240
met3	25	3.80	7.4	1410
met5	-	0	0	0
-- state kept, by name, indices dropped and copies added (netlist names), 8 cells and up --
name and flops:
ri_GMII_data_1d 8, CRC32_D8_u0.crc 32, ri_GMII_data 8, r_5d_cnt 16, ro_rec_src_mac 48, r_rec_cnt 16
r_crc_result 32, ri_GMII_data_4d 8, ri_GMII_data_5d 8, ri_GMII_data_2d 8, ro_post_type 16, ri_GMII_data_3d 8
-- where the power goes --
group          switching (mW)  internal (mW)  leakage, nW
Sequential              0.446           4.75         2.78
Combinational            1.74           1.92         1.92
Clock                    1.62           2.46        0.401
Total                    3.81           9.13         5.10
-- kinds of logic after synthesis --
family	synth area share, %
AND-OR/OR-AND	2.34
buffers and inverters	1.57
XOR/XNOR	13.1
multiplexers	14.6
adder cells (fa/ha/maj)	1.48
AND/OR/NAND/NOR	6.82
flip-flops	60.1
-- placed cells by master (no fill, tap or decap), types with 2 or more instances in the layout --
cell and instances:
nand4_1 15, and4_1 2, a21oi_1 16, nor2b_1 5
xnor2_2 4, clkbuf_8 4, clkinv_2 5, clkinv_1 2
dfstp_2 34, buf_4 30, mux2_2 117, xor2_2 3
nor4_2 2, clkdlybuf4s50_1 87, clkinvlp_4 3, dfrtp_1 188
xnor2_1 64, o21ai_0 7, clkbuf_16 25, clkbuf_1 5
nor4_1 4, and3_1 4, mux2i_1 3, or3_1 5
o31ai_1 2, bufinv_16 2, buf_12 6, a21o_1 3
nor3_1 7, inv_1 15, nand2_1 15, nor2_1 42
xor2_1 56, ha_1 11, nand3_1 14
-- repair_timing --
| item | CTS | global route |
|---|---|---|
| resized | 1 | 4 |
| endpoints found under the setup margin | 1 | 27 |
| pin swaps | 0 | 1 |
-- layout make-up --
type	instances	area [um2]
Multi-Input combinational cell	423	3610
Inverter	17	67.6
Clock buffer	34	699
Clock inverter	12	121
Sequential cell	222	5600
Fill cell	2885	18800
Timing Repair Buffer	123	1220
Tap cell	396	495
-- worst max-delay path, delay by kind of cell (launching register included) --
family / cells / cell delay [ns]
AND/OR/NAND/NOR: 1 / 0.19
flip-flops: 1 / 0.55
buffers and inverters: 1 / 0.45
Power and IR drop assume default switching activity.
